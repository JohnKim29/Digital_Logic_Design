File: ./config.mk
export PLATFORM = sky130hd
export DESIGN_NAME = digital_clock
export DESIGN_NICKNAME = digital_clock
export VERILOG_FILES = /design/flow/design.v
export SDC_FILE = /design/flow/constraint.sdc
export NUM_CORES = 4
export LEC_CHECK = 1
export CORE_UTILIZATION = 30
File: ./constraint.sdc
current_design digital_clock

set clk_period 9.0
set clk_io_pct 0.2

create_clock -name clk0 -period $clk_period [get_ports {clk}]

set non_clock_inputs [all_inputs -no_clocks]
set_input_delay [expr $clk_period * $clk_io_pct] -clock clk0 $non_clock_inputs
set_output_delay [expr $clk_period * $clk_io_pct] -clock clk0 [all_outputs]
File: ./design.v
`timescale 1ns / 1ps
module digital_clock(
    output reg [7:0] seg_out,
    output reg [3:0] seg_digit,
    input clk,
    input reset
    );
	reg [1:0] state , next_state;
	integer state_count;
	reg state_sel;
    parameter s0 = 2'b00;
    parameter s1 = 2'b01;
    parameter s2 = 2'b10;
    parameter s3 = 2'b11;
	integer count;
	integer sec;
	integer min01;
	integer min10;
	integer hour01;
	integer hour10;
	integer mode;
	 always@(posedge clk , negedge reset)begin
			if(!reset)begin
				state_count <= 0;
				state_sel <= 0;
			end
			else begin
				if (state_count <2000000)begin
					state_count <= state_count + 1 ;
					state_sel <= 0;
				end
				else begin
					state_count <= 0;
					state_sel <= 1;
				end
			end
  end
    always@(posedge clk, negedge reset)
    begin
        if(!reset)
            state <= s0;
        else
            state <= next_state;
    end
	always@(posedge state_sel)
	begin
		case(state)
		s0:begin
			next_state<=s1;
		end
		s1:begin
			next_state<=s2;
		end
		s2:begin
			next_state<=s3;
		end
		s3:begin				
			next_state<=s0;
		end
		default:begin
			next_state<=s0;
		end
		endcase
	end
	always@(posedge clk, negedge reset)begin
        if(!reset)begin
            count<=0;
			sec <= 0;
			min01<=0;
			min10<=0;
			hour01<=0;	
			hour10<=0;
        end
        else begin
            if(count < 999999999)
				count <= count +1;
			else begin
				count <= 0;
                if(sec < 59)
					sec <= sec +1;
                else begin
					sec <= 0;
					min01 <= min01 +1 ;
				end
            end
			if(min01 > 9)begin
				min01 <= 0;
				min10 <= min10 + 1;
			end
			else
				;
			if(min10 > 5)begin
				min10 <= 0;
				hour01 <= hour01 +1;
			end
			else
				;
			if(hour01 > 3 && hour10 == 2)begin
				hour01 <= 0;
				hour10 <= 0;
			end
			else if(hour01 > 9) begin
				hour01 <= 0;
				hour10 <= hour10 + 1;
			end	
			else
				;
		end
	end
	always@(posedge clk, negedge reset)begin
		if(!reset)begin
            seg_out <= 8'b1111_1100;
            seg_digit <= 4'b1110;
        end
		else begin
			case(state)
			s0:begin
				seg_digit <= 4'b1110;
				mode <= min01;
			end
			s1:begin
				seg_digit <= 4'b1101;
				mode <= min10;
			end
			s2:begin
				seg_digit <= 4'b1011;
				mode <= hour01;
			end
			s3:begin
				seg_digit <= 4'b0111;
				mode <= hour10;
			end
			endcase
			case(mode)
			0:seg_out[7:0] <= 8'b1111_1100;
			1:seg_out[7:0] <= 8'b0110_0000;
			2:seg_out[7:0] <= 8'b1101_1010;
			3:seg_out[7:0] <= 8'b1111_0010;
			4:seg_out[7:0] <= 8'b0110_0110;
			5:seg_out[7:0] <= 8'b1011_0110;
			6:seg_out[7:0] <= 8'b1011_1110;
			7:seg_out[7:0] <= 8'b1110_0000;
			8:seg_out[7:0] <= 8'b1111_1110;
			9:seg_out[7:0] <= 8'b1110_0110;
			default : seg_out[7:0] <= 8'b1111_1100;
			endcase
		end
	end
endmodule
File: ./run.sh
#!/bin/bash
# OpenROAD 26Q1-2900-gdf79404cd8, Yosys 0.63+post, stock flow scripts
make -C /OpenROAD-flow-scripts/flow DESIGN_CONFIG=/design/flow/config.mk WORK_HOME=/design/flow/orfs finish
==> impl_metrics.tcl <==
# implementation run metrics
set metrics [dict create \
    outcome "completed" \
    post-cts-setup-buffers 0 \
    via_count 11400 \
    core_um2 46850 \
    ff_type "dfrtp_1" \
    drive_above_1_share 0.06750 \
    wl_um 35250 \
    reg2reg_slack_ps 6090 \
    fin_worst_skew_ps 32.94 \
    simple_gate_share 0.2246 \
    ir_drop_mv 0.1099 \
    io_buffers 12 \
    drv_slew 0 \
    min_period_ps 3482 \
    postSynthSeqShare 0.4955 \
    post-route-util 0.3482 \
    postSynth.asyncResetShare 0.8530 \
    ys_cells 1495 \
    p_comb_frac 0.011 \
    clk_path_buf_depth 3 \
    unconstrained_endpoints 4 \
    edf_count 32 \
    netlist_area_um2 14350 \
    first_pass_iters 19 \
    row_count 79 \
    cts_tree "built" \
    cts_root_buf "clkbuf_16" \
    ys_warn_count 1 \
    rr_worst_depth 8 \
    ios 14 \
    aoi_share 0.1158 \
    grt_max_degree 67 \
    ys.flops 279 \
    maxCapViolCount 0 \
    dieArea_um2 48700 \
    finalHoldViolCount 0 \
    setup_viol 0 \
    p_leak_nw 6.484 \
    avgRoutedWirePerCell_um 16.53 \
    logic_family "simple AND/OR/NAND/NOR gates" \
    worstPathRequired_ps 9140 \
    first_global_vias 10780 \
    clk_transition_reported_paths_ps 60 \
    worst_pin_slew_ps 884.2 \
    min_delay_path_depth 2 \
    seq_power_share 0.476 \
    critPathLaunchType "input pin" \
    place_hpwl_um 24000 \
    holdWs_ps 438.5 \
    end_kind "flop" \
    crit_fanout 66 \
    p_per_area_nw_per_um2 163.9 \
    max_freq_ghz 0.2872 \
    warning_count 39 \
    postRouteAntennaNets 0 \
    fp.dieW_um 220.7 \
    mux_area_frac 0.02023 \
    cts_hold_buffers 0 \
    slowest_stage "buf_4" \
    drcViolationCount 0 \
    post-route-period-util 0.3869 \
    cpPeakStageDelay_ps 710 \
    finalWorstSetupSlack_ps 5518 \
    syn_to_final_growth_pct 13.72 \
    yosysUniqueCellTypes 64 \
    yosys_area_um2 14350 \
    switching_power_uw 560.5 \
    place_worst_setup_slack_ps 4874 \
    syn_area_per_cell_um2 9.596 \
    gp_congestion 0.9459 \
    antennaDiodeCount 0 \
    post_cts_resized 0 \
    die_height_um 220.7 \
    hold_path.class "flop to flop" \
    numCtsBuffers 34 \
    relSlewSlack 0.4094 \
    cp_cell_sequence "buf_8 -> buf_4 -> buf_4" \
    crit_type "input pin to flop" \
    synth-adder-area-share 0.02006 \
    overflow 0 \
    synthCells 1495 \
    fp_util 0.3062 \
    fin_tns_setup_ps 0 \
    r2r-start "min01[0]" \
    cts_max_level 2 \
    antenna_found_initial 0 \
    xor_area_frac 0.08669 \
    r2r-end "min10[22]" \
    hold_end "seg_out[1]" \
    critPathMostFrequentCell "buf_4" \
    grt_pass1_wl_um 58250 \
    worst_skew_pair.late_latency_ps 530 \
    crit_arrival_ps 3630 \
    p_sw_frac 0.2096 \
    unclocked_regs 2 \
    grt_usage 0.1537 \
    p_int_mw 2.113 \
    rsz0062_at_grt "false" \
    pwr-share-clk 0.513 \
    vias_per_cell 5.342 \
    first_iter_violations 1205 \
]
[cell families (layout without fill, tap and decap cells)]
kind of cell    count (synthesis)  count (layout)
other cells                     1               1
flops                         279             279
compound gates                244             244
mux                            29              29
simple gates                  639             639
fa+ha+maj                      23              23
xor+xnor                      142             142
buf+inv                       138             169
[state kept, by name, indices dropped and copies added (netlist names), named ones only]
register,cells
count,32
hour01,32
min10,32
seg_out,7
state_count,32
state_sel,1
next_state,2
state,2
min01,32
hour10,32
seg_digit,4
mode,32
sec,32
[critical path, delay by kind of cell]
kind	cells	cell delay [ps]
buffers and inverters	3	1690
[Yosys cell counts, types with 39 or more instances]
cell | count | area share
dfrtp_1 | 229 | 0.40
nor2_1 | 197 | 0.052
nand2_1 | 96 | 0.025
xnor2_1 | 88 | 0.054
inv_1 | 72 | 0.019
nand3_1 | 71 | 0.025
a21oi_1 | 68 | 0.024
o21ai_0 | 59 | 0.021
nand4_1 | 55 | 0.024
xor2_1 | 54 | 0.033
clkbuf_1 | 52 | 0.014
nor4_1 | 48 | 0.021
or3_1 | 41 | 0.018
nor3_1 | 39 | 0.014
[final cells by class]
| cell class | instances | area [um2] |
|---|---|---|
| inverters | 73 | 274.0 |
| fillers | 4588 | 30540 |
| repair buffers | 36 | 305.3 |
| well taps | 607 | 759.5 |
| clock inverters | 13 | 168.9 |
| multi-input cells | 1078 | 6738 |
| flip-flops and latches | 279 | 7108 |
| clock buffers | 47 | 960.9 |
[cell usage in the layout (no fill, tap or decap), types with 4 or more instances in the layout]
master and instances:
nor2_1 197, nand4_1 55, and3_1 29, nand3_1 71, clkbuf_1 8, a21oi_1 65
and2_1 7, dfxtp_1 9, nand2_1 96, clkbuf_8 4, and4_1 14, clkbuf_16 35
ha_1 23, xor2_1 54, nor2b_1 5, or3_1 41, a222oi_1 32, o31ai_1 22
nor4_1 48, buf_4 24, nand2b_1 6, o31a_1 5, mux2i_1 29, a2111oi_0 5
or4_1 16, dfstp_2 9, a21o_1 4, dfrtp_1 229, o21ai_0 59, a211oi_1 13
nor3_1 39, inv_1 72, clkdlybuf4s50_1 11, edfxtp_1 32, xnor2_1 88
[metrics by stage]
step | power, mW | instances | cell area (um2)
floorplan | 1.299 | 1495 | 14350
global placement | 1.327 | 2073 | 15180
detailed placement | 1.327 | 2073 | 15180
CTS | 2.714 | 2133 | 16310
global route | 2.770 | 2133 | 16310
finish | 2.674 | 2133 | 16310
[power by group through the flow]
stage / Sequential, mW / Clock, mW / Combinational [mW]
6_report: 1.27 / 1.37 / 0.0307
5_1_grt: 1.27 / 1.46 / 0.0368
4_1_cts: 1.27 / 1.41 / 0.0327
[per-layer routing]
metal | GRT usage | part of all wire | vias to the layer above
li1 | - | - | 5432
met2 | 0.2168 | 0.43 | 398
met3 | 0.04112 | 0.082 | 72
met5 | 0 | 0 | -
met1 | 0.2415 | 0.46 | 5493
met4 | 0.03356 | 0.024 | 0
[worst max-delay path by stage]
stage | startpoint | endpoint | slack [ps] | cells past startpoint
4_1_cts | reset | mode[24] | 5420 | 3
5_1_grt | reset | mode[24] | 5190 | 3
6_report | reset | mode[24] | 5520 | 3
Power figures rest on the tool's default switching activity, not on a simulated workload.
